[flow/design.v]
module Adder_8bit (
    input [7:0] a,
    input [7:0] b,
    output
    [8:0] sum
);
    assign sum = a+b;
endmodule
[flow/run.sh]
#!/bin/bash
# OpenROAD 26Q1-2900-gdf79404cd8, Yosys 0.63+post, stock flow scripts
make -C /OpenROAD-flow-scripts/flow DESIGN_CONFIG=/design/flow/config.mk WORK_HOME=/design/flow/orfs finish
[flow/config.mk]
export PLATFORM = sky130hd
export DESIGN_NAME = Adder_8bit
export DESIGN_NICKNAME = Adder_8bit
export VERILOG_FILES = /design/flow/design.v
export SDC_FILE = /design/flow/constraint.sdc
export NUM_CORES = 4
export LEC_CHECK = 1
export CORE_AREA = 10 10 70 70
export DIE_AREA = 0 0 80 80
[flow/constraint.sdc]
current_design Adder_8bit

set clk_period 6.3
set clk_io_pct 0.2

create_clock -name clk0 -period $clk_period

set non_clock_inputs [all_inputs -no_clocks]
set_input_delay [expr $clk_period * $clk_io_pct] -clock clk0 $non_clock_inputs
set_output_delay [expr $clk_period * $clk_io_pct] -clock clk0 [all_outputs]
==> run notes <==
Physical implementation.

- The run finished with clean final reports.
- The die is 80 um wide.
- Of the total synthesized cell area, the portion taken by full adders, half adders and majority gates is 0.371.
- The detailed router reported a total wirelength of 1100 um.
- The max-slew violation total from the final report is 0.
- The upper clock frequency limit is 0.216 GHz.
- The final count of hold timing violations is 0.
- The post-CTS hold buffer count recorded in the log is 0.
- The floorplan step defined a die boundary enclosing 6400 um2.
- Counting every instance in the synthesized netlist gives 42.
- The worst setup path is captured at an output port.
- The kind of path behind the tightest hold check is primary input to output port.
- The sequential area share after synthesis is 0.
- STA classifies the critical path startpoint as a primary input.
- The via count is 404.
- The number of warnings reported in the stage logs is 32.
- The number of failing setup endpoints in the final timing report is 0.
- The number of clock-tree buffers in the layout is 0.
- For this configuration, the core starts out at a cell density of 0.0949.
- Post-CTS repair ended up resizing 0 cells.
- The congestion estimate from routability-driven global placement came to 0.742.
- The maximum vdd ir drop is 0.0373 mV.
- The area recorded from the Yosys report for this design is 324 um2.
- The Yosys step of the flow raised 0 warnings.
- Per the OpenROAD floorplan log, the area of the core is 3420 um2.
- The standard-cell row count is 21.
- The worst hold slack after final layout is 3.55 ns.
- The compound-cell area share of the yosys netlist is 0.278.
- The number of antenna violations at the first check in global routing is 0.
- The setup TNS is 0 ns.
- Among the non-sequential cells, adder cells take the most area.
- Of the total synthesized cell area, the portion taken by XOR and XNOR cells is 0.108.
- For this run, the detailed router reports a per-instance via density of 3.58.
- The cell count in the Yosys report is 42.
- The count of different cell masters after synthesis is 20.
- For reference, the most critical setup path is categorized as primary input to output port.
- In this run the worst path has a maximum fanout of 2.
- Per the repair_timing log after CTS, setup buffers inserted total 0.
- The number of input and output port buffers inserted is 25.
- Detailed placement finished with a half-perimeter wire length of 997 um.
- The library cells used most frequently in the layout, excluding fill and tap cells, are sky130_fd_sc_hd__clkdlybuf4s50_1, sky130_fd_sc_hd__ha_1, sky130_fd_sc_hd__a21oi_1.
- The number of sequential storage elements is 0.
- The power report puts the leakage power at 0.255 nW.
- In the final layout, flip-flops and latches occupy 0 um2.
- The growth of design area from synthesis to finish is 95.0%.
- After layout, the minimum clock period comes to 4.63 ns.
- The area share of and/or/nand/nor cells after synthesis is 0.178.
- The routed design ends up with an antenna cell count of 0.
- The number of inserted filler cells in the final layout is 384.
- Across the run, the number of max-cap violations was 0.
- Averaged over all synthesized cells, the footprint is 7.72 um2.
- After the first detailed-routing iteration, the DRC count stood at 23.
- Looking at the max-slew report, the worst-margin pin has a slew of 0.375 ns.
- The number of global-route vias before repair is 393.
- The multiplexer fraction of the synthesized cell area is 0.0309.
- The final timing summary puts the cycle share of the worst path at 0.736.
- The mapped cell area is 324 um2.
- The area of all placed cells without fillers is 632 um2.
- Per the detail_route report, routed wire per instance is 9.72 um.
- Entering global routing, the biggest net connects 7 pins.
- The sum of overflow across all layers after global routing is 0.
- The share of post-route cells with drive strength above 1 is 0.0149.
- Checking max transition, the worst relative margin is 0.743.
- The DRC violation total left in the routed layout is recorded as 0.
- Setup repair after global routing left no endpoint under its margin.
- The post-placement cell area is 632 um2.
- At the worst endpoint, the arrival time is 3.37 ns.
- The most instantiated logic cell after routing is sky130_fd_sc_hd__clkdlybuf4s50_1.
- The required time at the worst endpoint is listed as 5.04 ns.
- The number of I/O pins is 25.
- According to the floorplan report, the die height is 80 um.
- The remaining antenna violation count is 0.
- The first-pass iteration count of the detailed router is 4.
- The first global-routing pass estimated 1770 um of wire.
- The total global routing track utilization is 0.0326.
- The ratio of total power to cell area is 94.3 nW/um2.
-- synth_stat cells --
cell type | number | share of area
sky130_fd_sc_hd__a2111oi_0 | 1 | 0.027
sky130_fd_sc_hd__a21o_1 | 2 | 0.046
sky130_fd_sc_hd__a21oi_1 | 5 | 0.077
sky130_fd_sc_hd__a221oi_1 | 1 | 0.027
sky130_fd_sc_hd__a311o_1 | 2 | 0.062
sky130_fd_sc_hd__fa_1 | 1 | 0.062
sky130_fd_sc_hd__ha_1 | 8 | 0.31
sky130_fd_sc_hd__inv_1 | 2 | 0.023
sky130_fd_sc_hd__inv_2 | 1 | 0.012
sky130_fd_sc_hd__mux2i_1 | 1 | 0.031
sky130_fd_sc_hd__nand2_1 | 3 | 0.035
sky130_fd_sc_hd__nand3_1 | 2 | 0.031
sky130_fd_sc_hd__nor2_1 | 2 | 0.023
sky130_fd_sc_hd__nor2b_1 | 2 | 0.039
sky130_fd_sc_hd__nor3_1 | 2 | 0.031
sky130_fd_sc_hd__nor4_1 | 1 | 0.019
sky130_fd_sc_hd__o21ai_0 | 1 | 0.015
sky130_fd_sc_hd__o21bai_1 | 1 | 0.023
sky130_fd_sc_hd__xnor2_1 | 2 | 0.054
sky130_fd_sc_hd__xor2_1 | 2 | 0.054
-- worst paths after layout --
path / start / end / slack (ns) / cells past startpoint
max: a[0] / sum[6] / 1.67 / 8
min: b[0] / sum[0] / 3.55 / 3
-- logic make-up after synthesis --
family,count (synthesis)
and+or+nand+nor,12
AOI/OAI and AO/OA,13
xor gates and xnor gates,4
adders and majority gates,9
buffers and inverters,3
muxes,1
-- through the flow --
step | total power [mW] | utilization | setup slack [ns] | std cells
3_5_place_dp | 0.0600 | 0.185 | 1.67 | 113
5_1_grt | 0.0662 | 0.185 | 1.56 | 113
6_report | 0.0596 | 0.185 | 1.67 | 113
3_3_place_gp | 0.0593 | 0.185 | 1.69 | 113
2_1_floorplan | 0.0235 | - | 2.73 | 42
4_1_cts | 0.0605 | 0.185 | 1.65 | 113
-- metal layers --
metal  wire length (um)  GRT usage
met1                555     0.0491
met2                400     0.0417
met3                142     0.0170
met4                  0          0
met5                  0          0
-- power by group --
group | internal [mW] | total [mW] | switching (mW)
logic | 0.0388 | 0.0596 | 0.0208
registers | 0 | 0 | 0
clock network | 0 | 0 | 0
-- layout make-up --
cell class                      count  area (um2)  share of cell area
Multi-Input combinational cell     39         313               0.495
Timing Repair Buffer               25         250               0.396
Tap cell                           46        57.6              0.0911
Inverter                            3        11.3              0.0178
-- critical path, stage by stage --
cell and delay [ns]:
sky130_fd_sc_hd__clkdlybuf4s50_1 0.40, sky130_fd_sc_hd__ha_1 0.23, sky130_fd_sc_hd__fa_1 0.40, sky130_fd_sc_hd__a21oi_1 0.22, sky130_fd_sc_hd__nor2_1 0.08, sky130_fd_sc_hd__nor2_1 0.16
sky130_fd_sc_hd__xnor2_1 0.14, sky130_fd_sc_hd__clkdlybuf4s50_1 0.49
Power and IR drop assume default switching activity.
